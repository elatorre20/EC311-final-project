`flow/config.mk`:
```
export PLATFORM = sky130hd
export DESIGN_NAME = clock_divider
export DESIGN_NICKNAME = clock_divider
export VERILOG_FILES = /design/flow/design.v
export SDC_FILE = /design/flow/constraint.sdc
export NUM_CORES = 4
export LEC_CHECK = 1
export CORE_UTILIZATION = 30
```
`flow/design.v`:
```
`timescale 1ns / 1ps
module clock_divider(clock_high_hz, clock_1hz, sec_in);
    input clock_high_hz, sec_in;
    output reg clock_1hz;
    reg [27:0] counter = 28'd0;
    parameter DIVISOR = 28'd50000000;  
    always @ (posedge clock_high_hz)
    begin
    counter <= counter + 28'd1;
    if (counter >= (DIVISOR - 1))
        counter <= 28'd0;
        clock_1hz <= (counter < DIVISOR / 2) ? 1'b1 : 1'b0;
    end
endmodule
```
`flow/run.sh`:
```
#!/bin/bash
# OpenROAD 26Q1-2900-gdf79404cd8, Yosys 0.63+post, stock flow scripts
make -C /OpenROAD-flow-scripts/flow DESIGN_CONFIG=/design/flow/config.mk WORK_HOME=/design/flow/orfs finish
```
`flow/constraint.sdc`:
```
current_design clock_divider

set clk_period 2.6
set clk_io_pct 0.2

create_clock -name clk0 -period $clk_period [get_ports {clock_high_hz}]

set non_clock_inputs [all_inputs -no_clocks]
set_input_delay [expr $clk_period * $clk_io_pct] -clock clk0 $non_clock_inputs
set_output_delay [expr $clk_period * $clk_io_pct] -clock clk0 [all_outputs]
```
==> results_slide.txt <==
Physical Implementation Snapshot

Job
  – Tool warnings: 26
  – Max_cap viols: 0

Cells and area
  – Final Cell Area: 1540 µm²
  – Layout cell share with drive strength beyond 1: 0.0994
  – Area grow syn2layout: 10.9%

Power and ir drop
  – Int Pwr: just under 700 µW
  – Gate power share: 0.018
  – Pwr dens: roughly 570 nW/µm²
  – Clock network power share: 0.463
  – Pwr Total: between 800 and 900 µW
  – Max VDD drop: 0.309 mV
  – Leak: 0.481 nW
  – P_sw: 176 µW
  – Register share of total power: 0.519
  – Switching share of power: 0.202

Synthesis
  – Yosys reg bits: 29
  – Cell count listed in synth_stat.txt: 155
  – Max-area cell share: 0.420
  – Dominant cell type by area after synthesis: dfxtp_1
  – Synth Cell Area: 1380 µm²
  – Ys async rst share: 0
  – Synth cell types: 33
  – Post-Syn Instances: 155
  – Register area share after synthesis: 0.420
  – Top cells, area: dfxtp_1, xor2_1, nor2_1
  – Main flop type: dfxtp_1
  – Number of enable flip-flop cells: 0
  – Yosys warning total: 1
  – Yosys synthesis chip area: 1380 µm²
  – Syn avg cell area: just under 9 µm²

Detailed routing
  – WL/cell: 11.8 µm
  – Ant diodes: 0
  – Final ANT Viol Nets: 0
  – Drt via density: about 5.2
  – Initial DRC count: 37
  – Residual DRC count: 0
  – Detailed Routing Iterations Pass 1: 4
  – Routed vias: 1,098
  – Final wirelength: 2520 µm

Clock network
  – Clk sink count: 29
  – CTS max path bufs: 2
  – Cts repair resizes: 0
  – H-tree levels: 2
  – Clock tree from TritonCTS: built
  – Later-pin clock latency in the skew report: approximately 0.28 ns
  – Postcts setup bufs: 0
  – Root buffer cell: clkbuf_8
  – CTS buffer count: 5
  – Hold buffers post-CTS: 0
  – CTS clock-pin slew for the worst setup and hold paths: roughly 0.06 ns

Floorplanning
  – FP Util: 0.316
  – Die area: 4890 µm²
  – # IOs: 3
  – Core Box Area: 4380 µm²
  – Die Width: 69.9 µm
  – FP Rows: 24
  – Die height: 69.9 µm

Place
  – Port Buf Inserts: 1
  – Post-DP HPWL: 1790 µm
  – GP Congestion: 0.769
  – Setup Slack @ Placement: 0.764 ns
  – Post-Place Cell Area: around 1400 µm²

Critical path
  – CP startpoint: counter[0]$_SDFF_PP0_
  – CP max FO: 6
  – RR Startpoint: counter[0]$_SDFF_PP0_
  – Buf+Inv Stages, Crit Path: 0
  – Startpoint types: flip-flop
  – CP max stage cell: or4_1
  – Worst setup path category: reg2reg
  – Critical Path AT: 2.08 ns
  – CP endpoint kind: flip-flop
  – CP cell instances: ha_1 -> and3_1 -> nand4_1 -> or4_1 -> a21oi_1
  – Worst R2R Setup Slack: 0.74 ns
  – Crit-path leading delay family: simple AND/OR/NAND/NOR gates
  – CP required: between 2 and 3 ns
  – Worst path max stage delay: approximately 0.45 ns

Final timing
  – Final Cycle Share: 0.716
  – RSZ-0062 raised after global routing: false
  – Worst Skew: 0.00758 ns
  – Fmax: roughly 540 MHz
  – Setup violators final: 0
  – Tmin final: between 1.5 and 2 ns
  – Fin Setup TNS: 0 ns
  – Slew Limit Fails: 0
  – Endpoints failing hold: 0
  – Fin worst setup slack: 0.739 ns

Global route
  – Largest net degree at the start of global routing: 17
  – First-pass GRT wire length: 4420 µm
  – Initial antenna violation count: 0
  – Vias in the first global route: between 900 and 1k
  – Grt ovf: 0
  – GR Util All Layers: 0.111

Status
  – Status: finished clean

Worst hold path
  – Hold crit path type: reg2reg
  – Min-delay src: counter[0]$_SDFF_PP0_
-- path summary, 6_finish.rpt --
kind,depth (start not counted),endpoint
worst min register to register,1,counter[0]$_SDFF_PP0_
worst min-delay path,1,counter[0]$_SDFF_PP0_
worst max register to register,5,counter[20]$_SDFF_PP0_
worst max-delay path,5,counter[20]$_SDFF_PP0_
-- power by group through the flow --
stage	Sequential, mW	Combinational [mW]	Clock [mW]
finish	0.451	0.0160	0.403
global route	0.451	0.0181	0.440
CTS	0.451	0.0164	0.413
-- flip-flops by register name, indices dropped and copies added (netlist names) --
name,count
counter,28
clock_1hz,1
-- synth_stat cells (all sizes together) (2+ instances only) --
| cell | n |
|---|---|
| inv | 2 |
| buf | 5 |
| a21oi | 11 |
| and4 | 4 |
| a211oi | 3 |
| nand4 | 8 |
| or4 | 9 |
| nor3 | 3 |
| o31ai | 6 |
| nor4 | 2 |
| nand3 | 9 |
| o21ai | 3 |
| xnor2 | 6 |
| xor2 | 8 |
| nand2 | 14 |
| or3 | 3 |
| and3 | 4 |
| dfxtp | 29 |
| nor2 | 17 |
-- per-stage QoR --
stage          hold WS (ns)  instances   util
2_1_floorplan         0.437        156      -
3_3_place_gp          0.456        205  0.327
3_5_place_dp          0.467        205  0.327
4_1_cts               0.481        213  0.350
5_1_grt               0.520        213  0.350
6_report              0.474        213  0.350
-- worst reg2reg max path, delay by kind of cell, from the launching register on --
kind,cells,cell delay (ns)
flops,1,0.38
simple gates,3,1.06
compound gates,1,0.15
fa+ha+maj,1,0.21
-- cells by family after synthesis --
kind of cell	count (synthesis)	synth area share
other	1	0.00271
buffers and inverters	8	0.0371
and+or+nand+nor	75	0.303
DFF	29	0.420
adders and majority gates	1	0.00904
AOI/OAI and AO/OA	27	0.140
xor gates and xnor gates	14	0.0886
-- routing by layer --
metal  share of wire  vias to the layer above  global-route usage
met1            0.54                      499               0.172
li1                -                      584                   -
met5               0                        -                   0
met3           0.026                        7              0.0263
met4           0.017                        0              0.0178
met2            0.42                        8               0.166
-- cell type report --
cell class	instances	area, µm²
clock buffer	7	96.3
clock inverter	1	5.00
multi-input combinational	119	756
sequential	29	581
tap	52	65.1
fill	461	2850
inverter	2	7.51
timing repair buffer	3	25.0
-- layout by cell type (no fill, tap or decap), types with 2 or more instances in the layout --
master,synthesis,routed
dfxtp_1,29,29
nor2_1,17,17
nand2_1,14,14
a21oi_1,11,11
nand3_1,9,9
or4_1,8,8
xor2_1,8,8
nand4_1,7,7
clkbuf_8,0,7
o31ai_1,6,6
xnor2_1,6,6
and4_1,4,4
and3_1,4,4
o21ai_0,3,3
nor3_1,3,3
or3_1,3,3
a211oi_1,2,2
inv_1,2,2
nor4_1,2,2
conb_1,1,2
buf_4,1,2
No activity file was given, so power comes from the tool's default toggle rates.
