==> design/flow/design.v <==
module SSD_decoder(
    input [5:0] secs,
    input clk, rst,
    output [6:0]sec0, sec1,  
);
    reg [6:0] s0, s1; 
    assign sec0 = s0;
    assign sec1 = s1;
    reg [6:0] digits [9:0];
    always @ (posedge clk) begin
        digits[0] = 7'b1111110;
        digits[1] = 7'b0110000;
        digits[2] = 7'b1101101;
        digits[3] = 7'b1111001;
        digits[4] = 7'b0110011;
        digits[5] = 7'b1011011;
        digits[6] = 7'b1011111;
        digits[7] = 7'b1110000;
        digits[8] = 7'b1111111;
        digits[9] = 7'b1111011;
        if (rst == 1) begin  
            {s0, s1} = 0;
        end
        else begin  
            case (secs-(secs%10)) 
                10      : s0 = digits[1];
                20      : s0 = digits[2];
                30      : s0 = digits[3];
                40      : s0 = digits[4];
                50      : s0 = digits[5];
                60      : s0 = digits[5];
                default : s0 = digits[0];
            endcase
            case (secs%10) 
                0 : s1 = digits[0];
                1 : s1 = digits[1];
                2 : s1 = digits[2];
                3 : s1 = digits[3];
                4 : s1 = digits[4];
                5 : s1 = digits[5];
                6 : s1 = digits[6];
                7 : s1 = digits[7];
                8 : s1 = digits[8];
                9 : s1 = digits[9];
            endcase
        end
    end
endmodule
==> design/flow/run.sh <==
#!/bin/bash
# OpenROAD 26Q1-2900-gdf79404cd8, Yosys 0.63+post, stock flow scripts
make -C /OpenROAD-flow-scripts/flow DESIGN_CONFIG=/design/flow/config.mk WORK_HOME=/design/flow/orfs finish
==> design/flow/config.mk <==
export PLATFORM = sky130hd
export DESIGN_NAME = SSD_decoder
export DESIGN_NICKNAME = SSD_decoder
export VERILOG_FILES = /design/flow/design.v
export SDC_FILE = /design/flow/constraint.sdc
export NUM_CORES = 4
export LEC_CHECK = 1
export CORE_AREA = 10 10 80 80
export DIE_AREA = 0 0 90 90
==> design/flow/constraint.sdc <==
current_design SSD_decoder

set clk_period 3.9
set clk_io_pct 0.2

create_clock -name clk0 -period $clk_period [get_ports {clk}]

set non_clock_inputs [all_inputs -no_clocks]
set_input_delay [expr $clk_period * $clk_io_pct] -clock clk0 $non_clock_inputs
set_output_delay [expr $clk_period * $clk_io_pct] -clock clk0 [all_outputs]
==> job_summary.md <==
### Flow metrics

| Metric | Value |
|---|---|
| Reg2Reg Depth | 2 |
| Synthesized-area fraction occupied by ao, oa, aoi and oai cells | 37.0% |
| Worst Path Class, Setup | input port to register |
| Number of buffers inserted by port buffering | 21 |
| Placed wire-length estimate after detailed placement | 4180 um |
| Endpoint class of the critical path | register |
| Yosys cell types | 66 |
| Worst slew margin relative to its limit | 67.9% |
| Number of clock sinks | 13 |
| Min-delay worst type | register to register |
| Simple share | 24.6% |
| Starting DRC count in detailed routing | 116 |
| Post-detailed-placement cell area | 2620 um2 |
| Root cell of the clock tree | sky130_fd_sc_hd__clkbuf_8 |
| TritonCTS buffer count | 3 |
| Launching element type of the critical path | input port |
| Count of flip-flops with a built-in enable after synthesis | 0 |
| Shortest clock period the worst path allows after layout | 4.19 ns |
| Multiplexer area fraction after synthesis | 3.70% |
| Max VDD drop | 0.141 mV |
| Synthesized area divided by synthesized cell count | 7.68 um2 |
| Final weighted congestion in routability-driven placement | 0.952 |
| Worst Setup Slack, final | -0.291 ns |
| Total power draw | 972 uW |
| Detailed-router iteration count before antenna repair | 4 |
| Top logic cells by instance count in the layout | sky130_fd_sc_hd__buf_4, sky130_fd_sc_hd__nor2_1, sky130_fd_sc_hd__clkdlybuf4s50_1 |
| Worst Hold Path EP | s1[2] |
| X dimension of the die | 90 um |
| Synthesis area per yosys | 1760 um2 |
| Antenna violations before repair | 0 |
| Violations in the final reports | negative setup slack |
| Result of the run | complete, but fails checks |
| Post-synthesis xor/xnor area fraction | 7.62% |
| Antenna diode count | 0 |
| Die boundary height | 90 um |
| Count of pins on the block boundary | 22 |
| ANT nets after route | 0 |
| Total Routed Length | 5250 um |
| Vias/cell | 5.20 |
| DP Cell Count | 376 |
| Post-cts hold-fix buffer tally | 0 |
| Flops out of synthesis | 13 |
| Largest net degree at the start of global routing | 23 |
| Clock-pin transition on the worst setup and hold timing paths | 0.05 ns |
| Setup-failing EPs final | 6 |
| Proportion of layout cells with a drive suffix above 1 | 41.5% |
| Final worst path period share | 107% |
| Number of hold-slack violations in the final timing report | 0 |
| H-tree lvl count | 1 |
| Main combinational cell family by area after synthesis | AND-OR/OR-AND gates |
| FP Core Util | 37.2% |
| Most common cell after layout, fill and taps aside | sky130_fd_sc_hd__buf_4 |
| Final std cells w/o fill | 392 |
| Summed instance area of the synthesized netlist | 1760 um2 |
| CTS max path bufs | 2 |
| Via count of the first global-routing pass | 1911 |
| Final instance area | 2860 um2 |
| Transition at the pin with the smallest max-transition slack | 0.480 ns |
| Placeable core region | 4720 um2 |
| Areal power density over the cells | 340 nW/um2 |
| Max-Cap Viols | 0 |
| Post-detailed-route wirelength per cell | 13.4 um |
| FF-to-FF Start | s1[1] |
| Area fraction of the dominant cell type after synthesis | 14.8% |
| Critical Path RT | 4.01 ns |
| Area fraction in full adders, half adders and majority gates | 5.55% |
| Sum of overflow across all layers after global routing | 0 |
| Post-placement setup slack | -1.01 ns |
| CTS tree | yes |
| Fin. max-slew vios | 0 |
| Top FF cell, synth | sky130_fd_sc_hd__dfxtp_1 |
| Worst hold path startpoint | s1[2] |
| Leakage power | 0.00117 uW |
| Top cells by area | sky130_fd_sc_hd__dfxtp_1, sky130_fd_sc_hd__ha_1, sky130_fd_sc_hd__nor2_1 |
| Cell type with the largest total area after synthesis | sky130_fd_sc_hd__dfxtp_1 |
| Tally of yosys warning messages | 2 |
| Endpoint of the worst-slack reg-to-reg timing path | s1[1] |
| Setup Skew | 0 ns |
| First-pass GRT wire length | 9180 um |
| Worst EP arrival | 4.31 ns |
| Instance count of the mapped netlist | 229 |
| Global-route usage over all layers | 13.0% |
| Insertion delay of the later-clocked pin in the worst-skew pair | 0.24 ns |
| Timing-limited maximum frequency | 239 MHz |
| Worst hold path stage count | 2 |
| Log Warnings | 30 |
| Critical path peak fanout | 7 |
| Chip area | 8100 um2 |
| Part of the Yosys area used for sequential elements | 14.8% |
| Layout area overhead | 62.6% |
| Share of flip-flops with an asynchronous set or reset | 0% |
| Setup repair after global routing missed its margin | true |
| Slack of the worst reg-to-reg path | 3.20 ns |
| Cell total in the yosys stat output | 229 |
| Number of rows created at floorplan | 25 |
| # DRC | 0 |
| Detailed-route via count | 2039 |
## worst max-delay path, stage by stage
cell	delay, ns
sky130_fd_sc_hd__clkdlybuf4s15_2	0.22
sky130_fd_sc_hd__buf_4	0.17
sky130_fd_sc_hd__buf_4	0.12
sky130_fd_sc_hd__nand4b_1	0.13
sky130_fd_sc_hd__o22ai_2	0.18
sky130_fd_sc_hd__o211a_1	0.22
sky130_fd_sc_hd__nand2_2	0.08
sky130_fd_sc_hd__ha_4	0.30
sky130_fd_sc_hd__xor2_4	0.15
sky130_fd_sc_hd__or2_4	0.14
sky130_fd_sc_hd__a21oi_1	0.07
sky130_fd_sc_hd__a211oi_2	0.42
sky130_fd_sc_hd__a2111oi_1	0.12
sky130_fd_sc_hd__or4b_4	0.58
sky130_fd_sc_hd__a211oi_4	0.23
sky130_fd_sc_hd__buf_4	0.16
sky130_fd_sc_hd__a31o_2	0.15
sky130_fd_sc_hd__o22ai_1	0.07
## where the power goes
group,internal (uW),switching (uW)
clock network,72.0,45.2
logic,371,324
registers,153,7.19
total,596,376
## metrics by stage
stage | TNS [ns] | util [%] | hold WS [ns]
2_1_floorplan | -2.70 | - | 0.437
3_3_place_gp | -8.67 | 55.5 | 0.489
3_5_place_dp | -8.97 | 55.5 | 0.490
4_1_cts | -1.38 | 59.3 | 0.502
5_1_grt | -2.46 | 60.5 | 0.525
6_report | -1.27 | 60.5 | 0.493
## layer usage
metal	wire length [um]	GRT usage, %	up-vias
met5	0	0	-
met4	8	0.663	0
met3	270	2.35	2
met2	2270	20.0	45
met1	2710	19.3	918
li1	-	-	1074
## how the worst max path moves through the flow
stage,startpoint,end,slack (ns),depth (start not counted)
after global routing,secs[3],s0[2],-0.48,19
after CTS,secs[3],s0[2],-0.35,18
final,secs[5],s0[1],-0.29,18
## synthesized netlist by cell type (2+ instances only)
cell / n
sky130_fd_sc_hd__xnor2_2: 2
sky130_fd_sc_hd__nand2b_1: 6
sky130_fd_sc_hd__o22ai_1: 6
sky130_fd_sc_hd__buf_4: 2
sky130_fd_sc_hd__a21boi_0: 2
sky130_fd_sc_hd__clkbuf_1: 5
sky130_fd_sc_hd__o21ai_2: 2
sky130_fd_sc_hd__and2_1: 3
sky130_fd_sc_hd__a211oi_2: 3
sky130_fd_sc_hd__a31oi_1: 7
sky130_fd_sc_hd__xor2_1: 2
sky130_fd_sc_hd__a311oi_1: 5
sky130_fd_sc_hd__nand4_1: 2
sky130_fd_sc_hd__a211oi_1: 3
sky130_fd_sc_hd__nor2b_1: 4
sky130_fd_sc_hd__nand4b_1: 3
sky130_fd_sc_hd__a21o_1: 4
sky130_fd_sc_hd__o2111ai_1: 2
sky130_fd_sc_hd__or2_2: 3
sky130_fd_sc_hd__buf_6: 2
sky130_fd_sc_hd__nor3b_1: 2
sky130_fd_sc_hd__mux2i_1: 4
sky130_fd_sc_hd__a32oi_1: 2
sky130_fd_sc_hd__a21oi_1: 14
sky130_fd_sc_hd__buf_2: 4
sky130_fd_sc_hd__xnor2_1: 7
sky130_fd_sc_hd__o221ai_1: 3
sky130_fd_sc_hd__nand2_1: 15
sky130_fd_sc_hd__nor2_1: 23
sky130_fd_sc_hd__or3_1: 5
sky130_fd_sc_hd__nand3_1: 4
sky130_fd_sc_hd__inv_1: 10
sky130_fd_sc_hd__o211ai_1: 3
sky130_fd_sc_hd__nor3_1: 5
sky130_fd_sc_hd__ha_1: 7
sky130_fd_sc_hd__a22oi_1: 3
sky130_fd_sc_hd__o21ai_0: 8
sky130_fd_sc_hd__dfxtp_1: 13
sky130_fd_sc_hd__o211a_1: 2
## cells by family (layout without fill, tap and decap cells)
family                   after synthesis  count (layout)
XOR/XNOR                              12              12
AND-OR/OR-AND                         84              84
AND/OR/NAND/NOR                       82              82
adder cells (fa/ha/maj)                8               8
multiplexers                           6               6
buffers and inverters                 24             120
flip-flops                            13              13
## registers in the layout (all words and copies together) (netlist names)
| signal | count |
|---|---|
| s1 | 7 |
| s0 | 6 |
## what timing repair did
action | in CTS | in global routing
cloned | 0 | 0
gates resized | 27 | 9
endpoints found under the setup margin | 13 | 13
setup buffers | 9 | 3
pin swaps | 23 | 4
endpoints found under the hold margin | 0 | 0
## cell type report
cell class	instances	area, um2
tap	67	83.8
inverter	10	37.5
timing repair buffer	106	857
sequential	13	260
clock buffer	4	45.0
fill	385	1860
multi-input combinational	192	1580
Power and IR drop assume default switching activity.
